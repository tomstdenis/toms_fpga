===== design/flow/run.sh =====
#!/bin/bash
# OpenROAD 26Q1-2900-gdf79404cd8, Yosys 0.63+post, stock flow scripts
make -C /OpenROAD-flow-scripts/flow DESIGN_CONFIG=/design/flow/config.mk WORK_HOME=/design/flow/orfs finish

===== design/flow/config.mk =====
export PLATFORM = sky130hd
export DESIGN_NAME = bram_sp_2048x8
export DESIGN_NICKNAME = bram_sp_2048x8
export VERILOG_FILES = /design/flow/design.v
export SDC_FILE = /design/flow/constraint.sdc
export NUM_CORES = 4
export LEC_CHECK = 1
export CORE_UTILIZATION = 50
export SYNTH_MEMORY_MAX_BITS = 65536

===== design/flow/constraint.sdc =====
current_design bram_sp_2048x8

set clk_period 84.8
set clk_io_pct 0.2

create_clock -name clk0 -period $clk_period [get_ports {r_clk}]
create_clock -name clk1 -period $clk_period [get_ports {w_clk}]

set non_clock_inputs [all_inputs -no_clocks]
set_input_delay [expr $clk_period * $clk_io_pct] -clock clk0 $non_clock_inputs
set_output_delay [expr $clk_period * $clk_io_pct] -clock clk0 [all_outputs]

===== design/flow/design.v =====
`timescale 1ns/1ps
`default_nettype none
module DP16KD #(
    parameter DATA_WIDTH_A = 9,
    parameter DATA_WIDTH_B = 9,
    parameter WRITEMODE_A = "NORMAL",
    parameter WRITEMODE_B = "NORMAL",
    parameter REGMODE_A = "NOREG",
    parameter REGMODE_B = "NOREG",
    parameter GSR = "DISABLED"
)(
    input wire CLKA, CEA, OCEA, WEA, RSTA,
    input wire ADA13, ADA12, ADA11, ADA10, ADA9, ADA8, ADA7, ADA6, ADA5, ADA4, ADA3, ADA2, ADA1, ADA0,
    input wire DIA8, DIA7, DIA6, DIA5, DIA4, DIA3, DIA2, DIA1, DIA0,
    output reg DOA8, DOA7, DOA6, DOA5, DOA4, DOA3, DOA2, DOA1, DOA0,
    input wire CLKB, CEB, OCEB, WEB, RSTB,
    input wire ADB13, ADB12, ADB11, ADB10, ADB9, ADB8, ADB7, ADB6, ADB5, ADB4, ADB3, ADB2, ADB1, ADB0,
    input wire DIB8, DIB7, DIB6, DIB5, DIB4, DIB3, DIB2, DIB1, DIB0,
    output reg DOB8, DOB7, DOB6, DOB5, DOB4, DOB3, DOB2, DOB1, DOB0
);
    reg [8:0] mem [0:2047];
    wire [10:0] addr_a_int = {ADA13, ADA12, ADA11, ADA10, ADA9, ADA8, ADA7, ADA6, ADA5, ADA4, ADA3};
    wire [10:0] addr_b_int = {ADB13, ADB12, ADB11, ADB10, ADB9, ADB8, ADB7, ADB6, ADB5, ADB4, ADB3};
    wire [8:0] din_a_int = {DIA8, DIA7, DIA6, DIA5, DIA4, DIA3, DIA2, DIA1, DIA0};
    wire [8:0] din_b_int = {DIB8, DIB7, DIB6, DIB5, DIB4, DIB3, DIB2, DIB1, DIB0};
    reg [8:0] pipe_a, pipe_b, reg_a, reg_b;
    always @(posedge CLKA) begin
        if (CEA) begin
            if (WEA) begin
                mem[addr_a_int] <= din_a_int;
                if (WRITEMODE_A == "WRITETHROUGH")
                    pipe_a <= din_a_int;
                else if (WRITEMODE_A == "READBEFOREWRITE")
                    pipe_a <= mem[addr_a_int];
            end else begin
                pipe_a <= mem[addr_a_int];
            end
			reg_a <= pipe_a;
        end
    end
    always @(posedge CLKB) begin
        if (CEB) begin
            if (WEB) begin
                mem[addr_b_int] <= din_b_int;
                if (WRITEMODE_B == "WRITETHROUGH")
                    pipe_b <= din_b_int;
                else if (WRITEMODE_B == "READBEFOREWRITE")
                    pipe_b <= mem[addr_b_int];
            end else begin
                pipe_b <= mem[addr_b_int];
            end
			reg_b <= pipe_b;
        end
    end
    always @(*) begin
        {DOA8, DOA7, DOA6, DOA5, DOA4, DOA3, DOA2, DOA1, DOA0} = (REGMODE_A == "OUTREG") ? reg_a : pipe_a;
        {DOB8, DOB7, DOB6, DOB5, DOB4, DOB3, DOB2, DOB1, DOB0} = (REGMODE_B == "OUTREG") ? reg_b : pipe_b;
    end
endmodule
`timescale 1ns/1ps
`default_nettype none
module bram_sp_2048x8 
#(
	parameter WRITEMODE_A="NORMAL", 	 
	parameter WRITEMODE_B="NORMAL",
	parameter REGMODE_A="NOREG"			 
)
(
    input wire w_clk,				 
    input wire w_clk_en,				 
    input wire w_rst,				 
    input wire [10:0] w_addr,		 
    input wire [7:0] w_data,			 
    input wire w_en,					 
    input wire r_clk,				 
    input wire r_clk_en,				 
    input wire r_rst,				 
    input wire [10:0] r_addr,		 
    output wire [7:0] r_data			 
);
    DP16KD #(
        .DATA_WIDTH_A(9), 
        .DATA_WIDTH_B(9),
        .WRITEMODE_A(WRITEMODE_A),
        .WRITEMODE_B(WRITEMODE_B),
        .REGMODE_A(REGMODE_A),  
        .GSR("DISABLED")
    ) mem_inst (
        .CLKA(r_clk),
        .CEA(r_clk_en),
        .OCEA(1'b1),
        .WEA(1'b0),
        .RSTA(r_rst),
        .ADA13(r_addr[10]), .ADA12(r_addr[9]), .ADA11(r_addr[8]), 
        .ADA10(r_addr[7]),  .ADA9(r_addr[6]),   .ADA8(r_addr[5]), 
        .ADA7(r_addr[4]),   .ADA6(r_addr[3]),   .ADA5(r_addr[2]), 
        .ADA4(r_addr[1]),   .ADA3(r_addr[0]),
        .ADA2(1'b0), .ADA1(1'b0), .ADA0(1'b0),
        .DOA8(),  
        .DOA7(r_data[7]), .DOA6(r_data[6]), .DOA5(r_data[5]), .DOA4(r_data[4]),
        .DOA3(r_data[3]), .DOA2(r_data[2]), .DOA1(r_data[1]), .DOA0(r_data[0]),
        .CLKB(w_clk),
        .CEB(w_clk_en),
        .OCEB(1'b1),
        .WEB(w_en),
        .RSTB(w_rst),
        .ADB13(w_addr[10]), .ADB12(w_addr[9]), .ADB11(w_addr[8]), 
        .ADB10(w_addr[7]),  .ADB9(w_addr[6]),   .ADB8(w_addr[5]), 
        .ADB7(w_addr[4]),   .ADB6(w_addr[3]),   .ADB5(w_addr[2]), 
        .ADB4(w_addr[1]),   .ADB3(w_addr[0]),
        .ADB2(1'b0), .ADB1(1'b0), .ADB0(1'b0),
        .DIB8(1'b0),  
        .DIB7(w_data[7]), .DIB6(w_data[6]), .DIB5(w_data[5]), .DIB4(w_data[4]),
        .DIB3(w_data[3]), .DIB2(w_data[2]), .DIB1(w_data[1]), .DIB0(w_data[0])
    );
endmodule

==> impl.org <==
#+TITLE: Synthesis and PnR summary

** Placed design
- Final weighted congestion of routability-driven global placement :: 0.954
- Timing analysis after detailed placement gives a worst setup slack of 57.76 ns.
- Number of I/O port buffers :: roughly 41
- Post-DP HPWL :: 1,330,000 um
- Placement-stage cell area :: approximately 0.67 mm2

** GRT
- Summed over all layers, the global routing overflow is 0.
- Overall routing resource usage :: 0.359
- Entering global routing, the biggest net connects approximately 130 pins.
- Number of antenna violations at the first check in global routing :: between 200 and 300
- The via count of the first global-routing pass is between 300k and 400k.
- First-pass GRT wire length :: approximately 2,800,000 um

** Synth
- Unique masters post-synth :: about 87
- Main synth FF type :: sky130_fd_sc_hd__edfxtp_1
- Library cell with the largest summed area after synthesis :: sky130_fd_sc_hd__edfxtp_1
- Average cell area after synthesis :: 19.4 um2
- For this run, the register share of the synthesized area comes to 0.766.
- In this run, the synthesized area fraction spent on and/or/nand/nor cells is recorded as 0.0276.
- The share of synthesized area in the top cell type comes to 0.766.
- Adders+Majority by Area :: 0
- The post-synth count of flops with an enable pin is 16,392.
- The synthesized netlist has a Yosys-reported chip area of between 0.6 and 0.7 mm2.
- Main area contributors after synthesis :: sky130_fd_sc_hd__edfxtp_1, sky130_fd_sc_hd__mux4_2, sky130_fd_sc_hd__mux2i_1, sky130_fd_sc_hd__o221ai_1, sky130_fd_sc_hd__nor2_1
- Yosys synthesis warning count :: 1
- The synthesis report gives the async set-or-reset register share as 0.
- Of the combinational cells, the family taking the most area is multiplexers.
- Xor/xnor cell area share of the yosys netlist :: 0
- AND-OR/OR-AND Cells, Area Fraction :: 0.0459
- For this design, Yosys synthesis ends with a cell count of 33,055.
- Yosys reports the multiplexer fraction of the synthesized area as 0.139.
- Cell area after synthesis :: between 0.6 and 0.7 mm2
- Number of cells produced by synthesis :: approximately 33,000
- The post-synth register bit count is roughly 16,000.

** Hold path
- Worst min-delay path class :: flip-flop to flip-flop
- Worst hold path depth :: 6

** Critical path
- CP arrival :: 27.16 ns
- The setup path with the least slack is of type primary input to flip-flop.
- Required time reported for the critical path endpoint :: 84.96 ns
- Critical path capture point type :: flip-flop
- The worst setup path is launched from a primary input.
- Along the worst path, the maximum fanout reaches around 80.
- The worst register-to-register path has a depth of 11.

** Route
- The detail route stage leaves a number of antenna-violating nets equal to 0.
- Per the detail_route report, vias per standard cell equal approximately 6.4.
- The first TritonRoute pass finished after 6 iterations.
- Wire length per cell :: 38.6 um
- Drt total wl :: ~2,100,000 um
- The violation tally recorded at the end of detailed-routing iteration 0 is 24,355.
- Post-detailed-route DRC marker count :: 0
- Vias :: 337,950

** Pwr
- The power report attributes to the sequential group a share of 0.524.
- Switching power as a fraction of the total was reported as 0.216.
- In this run the power spent charging and discharging nets is 3.68 mW.
- Final total power :: 17.0 mW
- Total power normalized to cell area comes to 23.7 mW/mm2.
- Leakage power :: 229 nW
- The internal portion of the total power is 13.3 mW.
- Worst ir drop on vdd :: ~22 uV
- The share of total power dissipated in the clock network is 0.424.
- Power share of the combinational group :: 0.052

** Final timing
- Setup repair after global routing left no endpoint under its margin.
- Final setup vio count :: 0
- Hold-check failures listed in the final report amount to 0.
- Pins Over Slew Limit :: 0
- Worst relative slew slack :: 0.0478
- Summed over all failing endpoints, the final setup total negative slack is 0 ns.
- After layout, the worst setup slack is slightly below 60 ns.
- At the pin with the least slew margin, the transition time is approximately 1.4 ns.

** Die
- According to the floorplan report, the total die area is 1.29 mm2.
- According to the floorplan report, the die width is about 1100 um.
- In this run the count of I/O pins placed on the die edge is around 45.
- Number of placement rows :: roughly 420
- Measured along the y axis, the die boundary spans between 1000 and 1500 um.
- Initial core utilization :: 0.501
- According to the floorplan report, the placeable core area is around 1.3 mm2.

** Run
- Number of warning messages in the logs :: roughly 110
- Number of max-cap violations :: 0

** Clock network
- On the worst setup and hold paths after CTS, the clock-pin slew comes to 0.07 ns.
- Number of instances resized during post-cts repair :: 0
- Sinks on Clock Net :: about 16,000
- Post-CTS Setup Repair Bufs :: 0
- TritonCTS built the clock tree.
- Hold-fix buffers, CTS :: 0

** Layout
- Highest-count logic cell in the final layout :: sky130_fd_sc_hd__edfxtp_1
- Finished Cell Area :: just over 0.7 mm2
- Per the cell usage report, the commonest logic cells after layout are sky130_fd_sc_hd__edfxtp_1, sky130_fd_sc_hd__mux2i_1, sky130_fd_sc_hd__nor2_1.
- Layout overhead on the synthesized area :: 12.0%
- In the final layout, the share of cells above drive strength 1 is 0.185.

** Run status
- Run status :: complete, no violations
==> Yosys cell counts (218+ instances only) <==
master / n
sky130_fd_sc_hd__a21oi_1: 807
sky130_fd_sc_hd__buf_1: 237
sky130_fd_sc_hd__buf_2: 295
sky130_fd_sc_hd__buf_4: 218
sky130_fd_sc_hd__buf_6: 380
sky130_fd_sc_hd__clkbuf_1: 1004
sky130_fd_sc_hd__edfxtp_1: 16392
sky130_fd_sc_hd__mux2i_1: 3533
sky130_fd_sc_hd__mux4_2: 2301
sky130_fd_sc_hd__nand2_1: 501
sky130_fd_sc_hd__nor2_1: 2587
sky130_fd_sc_hd__nor3_1: 474
sky130_fd_sc_hd__o21ai_0: 498
sky130_fd_sc_hd__o221ai_1: 1207
sky130_fd_sc_hd__o22ai_1: 932
==> metrics by stage <==
step | cells | utilization | hold WS, ns
after floorplan | 33055 | - | 1.01
after global placement | 49621 | 0.519 | 1.46
after detailed placement | 49621 | 0.519 | 1.47
after CTS | 52671 | 0.560 | 2.64
after global routing | 52905 | 0.561 | 2.69
final | 53207 | 0.561 | 2.61
==> cell families (layout without fill, tap and decap cells) <==
| logic type | Yosys count | count (layout) |
|---|---|---|
| AND/OR/NAND/NOR | 4171 | 4171 |
| multiplexers | 5956 | 5956 |
| AND-OR/OR-AND | 4275 | 4275 |
| buffers and inverters | 2261 | 4740 |
| other | 0 | 535 |
| flip-flops | 16392 | 16392 |
==> power by group through the flow <==
| stage | logic, mW | registers (mW) | clock network, mW |
|---|---|---|---|
| 4_1_cts | 0.873 | 8.92 | 7.29 |
| 5_1_grt | 0.925 | 8.91 | 7.60 |
| 6_report | 0.886 | 8.92 | 7.22 |
==> state kept, by name (all words and copies together), names as in the netlist <==
| register | count |
|---|---|
| mem_inst.pipe_a | 8 |
| mem_inst.mem | 16384 |
==> critical path: stages <==
cell	delay, ns
sky130_fd_sc_hd__buf_16	0.24
sky130_fd_sc_hd__buf_4	0.56
sky130_fd_sc_hd__buf_4	0.61
sky130_fd_sc_hd__buf_4	0.62
sky130_fd_sc_hd__buf_12	0.52
sky130_fd_sc_hd__buf_4	0.51
sky130_fd_sc_hd__buf_4	0.52
sky130_fd_sc_hd__buf_4	0.59
sky130_fd_sc_hd__buf_4	0.65
sky130_fd_sc_hd__buf_4	0.66
sky130_fd_sc_hd__mux2i_1	0.16
sky130_fd_sc_hd__o221ai_1	0.29
sky130_fd_sc_hd__o22ai_1	0.13
sky130_fd_sc_hd__o21ai_0	0.66
sky130_fd_sc_hd__o311a_1	0.34
sky130_fd_sc_hd__nand3_1	0.49
sky130_fd_sc_hd__a31oi_2	0.42
sky130_fd_sc_hd__buf_4	0.31
sky130_fd_sc_hd__o221ai_1	0.16
sky130_fd_sc_hd__buf_4	0.22
sky130_fd_sc_hd__nor3_2	0.80
sky130_fd_sc_hd__buf_4	0.27
==> cell type report <==
cell class,count,area (um2)
antenna,535,1340
clock buffer,2097,45000
sequential,16392,492000
fill,93137,562000
timing repair buffer,1685,13500
multi-input combinational,14402,138000
tap,17138,21400
inverter,5,41.3
clock inverter,953,8240
==> worst paths after layout <==
| path | startpoint | to | slack [ns] |
|---|---|---|---|
| setup / recovery | r_addr[0] | mem_inst.pipe_a[5] | 57.80 |
| hold / removal | mem_inst.mem[885][0] | mem_inst.pipe_a[0] | 2.61 |
| min in group clk1 | w_data[7] | mem_inst.mem[1697][7] | 16.04 |
| hold reg to reg | mem_inst.mem[885][0] | mem_inst.pipe_a[0] | 2.61 |
| max in group clk1 | w_data[0] | mem_inst.mem[516][0] | 63.55 |
| setup reg to reg | mem_inst.mem[1930][5] | mem_inst.pipe_a[5] | 78.38 |
==> layer usage <==
layer	up-vias	track usage	wire, um	part of all wire
li1	139801	-	-	-
met1	170246	0.408	585000	0.28
met2	23427	0.464	896000	0.44
met3	4112	0.337	449000	0.22
met4	364	0.163	114000	0.056
met5	-	0.0622	9960	0.0048
Power is estimated from default activity; no workload was simulated.
