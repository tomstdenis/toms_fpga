==> /design/flow/constraint.sdc <==
current_design ib16

set clk_period 11.6
set clk_io_pct 0.2

create_clock -name clk0 -period $clk_period [get_ports {clk}]

set non_clock_inputs [all_inputs -no_clocks]
set_input_delay [expr $clk_period * $clk_io_pct] -clock clk0 $non_clock_inputs
set_output_delay [expr $clk_period * $clk_io_pct] -clock clk0 [all_outputs]
==> /design/flow/run.sh <==
#!/bin/bash
# OpenROAD 26Q1-2900-gdf79404cd8, Yosys 0.63+post, stock flow scripts
make -C /OpenROAD-flow-scripts/flow DESIGN_CONFIG=/design/flow/config.mk WORK_HOME=/design/flow/orfs finish
==> /design/flow/design.v <==
`timescale 1ns/1ps
`default_nettype none
module ib16 #(
    parameter STACK_ADDRESS = 16'h1F00,
    parameter IRQ_VECTOR    = 16'h1E00,
    parameter BOOT_ROM_ADDR = 16'h2000,
    parameter TWO_CYCLE     = 0,               
    parameter STACK_PWIDTH  = 8                
) (
	input wire clk,
	input wire rst_n,
    output reg bus_burst,
	output reg bus_enable,
	output reg bus_wr_en,
	output wire [15:0] bus_address, 
	output reg [15:0] bus_data_in,
	input wire bus_ready,
	input wire [15:0] bus_data_out,
	input wire [7:0] bus_irq
);
    reg [15:0] bus_address_terma;
    reg [STACK_PWIDTH-1:0] bus_address_termb;
    assign bus_address = bus_address_terma + bus_address_termb;
	localparam
		CARRY_FLAG = 7,
		ZERO_FLAG  = 6,
		WRITE_INCR = 1,
		READ_INCR  = 0;
	reg [15:0]	reg_pc;								 
	reg [15:0]  reg_irq_pc;							 
	reg [STACK_PWIDTH-1:0]	reg_sp;					 
	reg [7:0]	reg_sreg;							 
    reg [7:0]   reg_irq_sreg;
	reg [7:0]	reg_wi;								 
	reg [7:0]	reg_ri;								 
	reg [7:0]	reg_irq_wi;							 
	reg [7:0]	reg_irq_ri;
	reg [7:0]	reg_rr [0:31];						 
	wire carry_flag = reg_sreg[CARRY_FLAG];
	wire zero_flag  = reg_sreg[ZERO_FLAG];
	wire write_incr_flag = reg_sreg[WRITE_INCR];
	wire read_incr_flag = reg_sreg[READ_INCR];
	reg [5:0]	state;
	reg [5:0]	tag;
	reg 		mask_irq;
	reg [15:0]	cur_opcode;
	reg [8:0]	result_dff;							 
	reg [8:0]	result_dff_l;						 
	wire [8:0]  result_dff_r = (TWO_CYCLE == 1) ? result_dff_l : result_dff;
	wire [3:0] opcode_isn  = cur_opcode[15:12];		 
	wire [3:0] opcode_opd  = cur_opcode[11:8];		 
	wire [3:0] opcode_opa  = cur_opcode[7:4];		 
	wire [3:0] opcode_opb  = cur_opcode[3:0];		 
	wire [2:0] opcode_3imm = cur_opcode[11:9];		 
	wire [7:0] opcode_8imm = cur_opcode[7:0];		 
	wire [11:0] opcode_12imm = cur_opcode[11:0];		 
	wire [15:0] opcode_9simm = { {6{cur_opcode[8]}}, cur_opcode[8:0], 1'b0 };
    wire [7:0]  reg_ra = reg_rr[{mask_irq,opcode_opa}];
    wire [7:0]  reg_rb = reg_rr[{mask_irq,opcode_opb}];
	localparam
		OPCODE_LDI = 0,
		OPCODE_ADD = 1,
		OPCODE_ADC = 2,
		OPCODE_XOR = 3,
		OPCODE_AND = 4,
		OPCODE_OR  = 5,
		OPCODE_CMP = 6,
		OPCODE_SHF = 7,
        OPCODE_AJMP = 8,
		OPCODE_LDM = 9,
		OPCODE_STM = 10,
		OPCODE_LCAL = 11,
		OPCODE_RET = 12,
		OPCODE_JMP = 13,
		OPCODE_SRS = 14,
		OPCODE_RTI = 15;
	localparam
		FSM_FETCH		= 0,				 
		FSM_PREDECODE	= 1,
		FSM_RETIRE		= 2,
		FSM_BUFFER      = 3,
		FSM_DECODE		= 4;  
	always @(*) begin
		result_dff = {9'b0};  
		if (opcode_isn == OPCODE_LDI) begin
			result_dff	= {1'b0, opcode_8imm};
		end
		if (opcode_isn == OPCODE_ADD || opcode_isn == OPCODE_ADC) begin
			result_dff	= {{1'b0, reg_ra} + reg_rb +
						   {8'b0, ((opcode_isn == OPCODE_ADC ? carry_flag : 1'b0))}};
		end
        if (opcode_isn == OPCODE_CMP) begin
			if (opcode_opd == 0)
				result_dff[8] = (reg_ra < reg_rb) ? 1'b1 : 1'b0;
			if (opcode_opd == 1)
				result_dff[8] = (reg_ra == reg_rb) ? 1'b1 : 1'b0;
			if (opcode_opd == 2)
				result_dff[8] = (reg_ra > reg_rb) ? 1'b1 : 1'b0;
            result_dff[0] = ~zero_flag;  
        end
		if (opcode_isn == OPCODE_XOR) begin
			result_dff	= {1'b0, reg_ra ^ reg_rb};
		end
		if (opcode_isn == OPCODE_AND) begin
			result_dff	= {1'b0, reg_ra & reg_rb};
		end
		if (opcode_isn == OPCODE_OR) begin
			result_dff	= {1'b0, reg_ra | reg_rb};
		end
		if (opcode_isn == OPCODE_SHF) begin
			if (opcode_opa == 0)  
				result_dff = {2'b0, reg_rb[7:1]};
			if (opcode_opa == 1)  
				result_dff = {1'b0, reg_rb[7], reg_rb[7:1]};
			if (opcode_opa == 2)  
				result_dff = {reg_rb[0], carry_flag, reg_rb[7:1]};
			if (opcode_opa == 3)  
				result_dff = {reg_rb[7], reg_rb[6:0], carry_flag};
			if (opcode_opa == 4)  
				result_dff = {1'b0, reg_rb[3:0], reg_rb[7:4]};
			if (opcode_opa == 5)  
				result_dff = {1'b0, reg_rb} + 9'b1;
			if (opcode_opa == 6)  
				result_dff = {1'b0, reg_rb} - 9'b1;
			if (opcode_opa == 7)  
				result_dff = {1'b0, ~reg_rb};
			if (opcode_opa == 8)  
				result_dff = {1'b0, -reg_rb};
			if (opcode_opa == 9)  
				result_dff = {1'b0, 7'b0, carry_flag };
			if (opcode_opa == 10)  
				result_dff = {1'b0, 7'b0, zero_flag };
            if (opcode_opa == 11)  
                result_dff = {reg_rb[7], reg_rb[6:0], reg_rb[7]};
            if (opcode_opa == 12)  
                result_dff = {reg_rb[0], reg_rb[0], reg_rb[7:1]};
		end
	end
	always @(posedge clk or negedge rst_n) begin
		if (!rst_n) begin
			reg_pc			<= BOOT_ROM_ADDR;
			reg_irq_pc		<= 0;
			reg_sp			<= 0;
			reg_sreg		<= 0;
			reg_wi			<= 0;
			reg_ri			<= 0;
			state			<= FSM_FETCH;
			tag				<= 0;
			mask_irq		<= 1;
			bus_enable		<= 0;
			bus_wr_en		<= 0;
			bus_data_in		<= 0;
			cur_opcode		<= 0;
            bus_address_terma <= 0;
            bus_address_termb <= 0;
            bus_burst       <= 0;
		end else begin
            if (TWO_CYCLE == 1 && state == FSM_BUFFER) begin    
				result_dff_l <= result_dff;
                state        <= FSM_RETIRE;
            end
            if (state == FSM_FETCH || state == FSM_RETIRE) begin
				state <= FSM_FETCH;					 
                if (!bus_enable && state == FSM_RETIRE) begin
                    if (opcode_isn != OPCODE_CMP) begin
							reg_rr[{mask_irq,opcode_opd}]	    <= result_dff_r[7:0];
                    end
					reg_sreg[ZERO_FLAG]		<= result_dff_r[7:0] == 0 ? 1'b1 : 1'b0;
                    reg_sreg[CARRY_FLAG]	<= result_dff_r[8];
                end
                if (|bus_irq && !mask_irq && !bus_enable) begin
                    reg_irq_pc	      <= reg_pc;
                    if (state == FSM_RETIRE) begin
						reg_irq_sreg	<= { result_dff_r[8], result_dff_r[7:0] == 0 ? 1'b1 : 1'b0, reg_sreg[5:0] };
                    end else begin
						reg_irq_sreg    <= reg_sreg;
					end
					reg_irq_ri 		  <= reg_ri;
					reg_irq_wi		  <= reg_wi;
                    mask_irq 	      <= 1;
                    bus_enable		  <= 1'b1;
                    bus_burst         <= 1'b1;                       
                    bus_address_terma <= IRQ_VECTOR;		         
                    bus_address_termb <= 0;
                    reg_pc			  <= IRQ_VECTOR + 16'd2;		 
                end else begin
                    if (!bus_enable) begin
                        bus_enable		  <= 1'b1;
                        bus_burst         <= 1'b1;            		 
                        bus_address_terma <= reg_pc;		         
                        bus_address_termb <= 0;
                        reg_pc			  <= reg_pc + 16'd2;		 
                    end
                    if (bus_enable && bus_ready) begin
                        cur_opcode  <= bus_data_out;
                        bus_enable  <= 0;
                        bus_burst   <= 0;
                        state		<= (bus_data_out[15:12] <= OPCODE_SHF) ? (TWO_CYCLE == 1 ? FSM_BUFFER : FSM_RETIRE): FSM_DECODE + {2'b0, bus_data_out[15:12]};
                   end
                end
            end  
            if (state == FSM_DECODE + OPCODE_LDM) begin
                if (!bus_enable) begin
                    bus_enable			  <= 1;
                    bus_wr_en             <= 0;
                    bus_burst			  <= 0;
                    if (opcode_opa == 15 && opcode_opb == 15) begin
                        bus_address_terma <= STACK_ADDRESS;
                        bus_address_termb <= reg_sp - 1'b1;
                        reg_sp			  <= reg_sp - 1'b1;
                    end else begin
                        bus_address_terma <= {reg_ra, reg_rb};
                        bus_address_termb <= (reg_sreg[READ_INCR] ? reg_ri : 8'b0);
                        reg_ri			  <= reg_ri + 1'b1;
                    end
                end
                if (bus_enable && bus_ready) begin
                    bus_enable              <= 0;
                    reg_rr[{mask_irq,opcode_opd}] <= bus_data_out[7:0];
                    reg_sreg[ZERO_FLAG]		<= bus_data_out[7:0] == 0 ? 1'b1 : 1'b0;
                    reg_sreg[CARRY_FLAG]	<= 0;
                    state					<= FSM_FETCH;
                end
            end  
            if (state == FSM_DECODE + OPCODE_STM) begin
                if (!bus_enable) begin
                    bus_enable			<= 1;
                    bus_wr_en			<= 1;
                    bus_burst			<= 0;
                    bus_data_in			<= {8'b0, reg_rr[{mask_irq,opcode_opd}]};
                    if (opcode_opa == 15 && opcode_opb == 15) begin
                        bus_address_terma <= STACK_ADDRESS;
                        bus_address_termb <= reg_sp;
                        reg_sp			  <= reg_sp + 8'b1;
                    end else begin
                        bus_address_terma <= {reg_ra, reg_rb};
                        bus_address_termb <= (reg_sreg[WRITE_INCR] ? reg_wi : 8'b0);
                        reg_wi			  <= reg_wi + 8'b1;
                    end
                end
                if (bus_enable && bus_ready) begin
                    bus_enable  <= 0;
                    bus_wr_en   <= 0;
                    state       <= FSM_FETCH;
                end
            end  
            if (state == FSM_DECODE + OPCODE_AJMP) begin
                reg_pc <= {reg_ra, reg_rb};
                if (opcode_opd[0]) begin
                    reg_sp <= 0;
                    reg_sreg <= 0;
                end
                state <= FSM_FETCH;
            end
            if (state == FSM_DECODE + OPCODE_LCAL) begin
                if (!bus_enable) begin
                    bus_enable		<= 1;
                    bus_burst       <= 1;
                    bus_wr_en		<= 1;
                    bus_address_terma <= STACK_ADDRESS;
                    bus_address_termb <= reg_sp;
                    bus_data_in     <= reg_pc;
                    reg_sp			<= reg_sp + 8'd2;
                end
                if (bus_enable && bus_ready) begin
                    state			<= FSM_FETCH;
                    reg_pc		    <= {opcode_12imm, 4'b0};
                    bus_enable      <= 0;
                    bus_burst       <= 0;
                    bus_wr_en       <= 0;
                end
            end  
            if (state == FSM_DECODE + OPCODE_RTI) begin
                mask_irq 			<= 0;
                reg_pc	 			<= reg_irq_pc + 16'd2;
                reg_sreg            <= reg_irq_sreg;
                reg_ri				<= reg_irq_ri;
                reg_wi				<= reg_irq_wi;
				bus_enable		    <= 1'b1;
                bus_address_terma   <= reg_irq_pc;
				bus_address_termb   <= 0;
				bus_burst           <= 1'b1;               
                state				<= FSM_FETCH;
            end  
            if (state == FSM_DECODE + OPCODE_RET) begin
                if (!bus_enable) begin 
                    bus_enable		  <= 1;
                    bus_burst         <= 1;
                    bus_address_terma <= STACK_ADDRESS;
                    bus_address_termb <= reg_sp - 8'd2;
                    reg_sp		      <= reg_sp - 8'd2;
                end
                if (bus_enable && bus_ready) begin
                    bus_enable      <= 0;
                    bus_burst       <= 0;
                    state           <= FSM_FETCH;
                    reg_pc          <= bus_data_out;
                end
            end  
            if (state == FSM_DECODE + OPCODE_JMP) begin
                if ((opcode_3imm == 0) ||                            
                    (opcode_3imm == 1 && carry_flag) ||              
                    (opcode_3imm == 2 && ~carry_flag) ||             
                    (opcode_3imm == 3 && zero_flag) ||               
                    (opcode_3imm == 4 && ~zero_flag)) begin          
                    reg_pc <= reg_pc + opcode_9simm;
                    bus_address_terma <= reg_pc + opcode_9simm;		         
                    reg_pc			  <= reg_pc + opcode_9simm + 16'd2;		 
                end else begin
                    bus_address_terma <= reg_pc;		         
                    reg_pc			  <= reg_pc + 16'd2;		 
                end
				bus_enable		  <= 1'b1;
				bus_address_termb <= 0;
				bus_burst         <= 1'b1;               
                state             <= FSM_FETCH;
            end  
            if (state == FSM_DECODE + OPCODE_SRS) begin
                if (opcode_8imm[3] == 1 || opcode_8imm[4] == 1) begin
                    reg_sreg <= 0;
                    reg_pc   <= opcode_8imm[3] ? 0 : BOOT_ROM_ADDR;
                    reg_sp   <= 0;
                    mask_irq <= ~opcode_8imm[3];
                end else begin
                    reg_sreg    <= {reg_sreg[7:6] & ~opcode_8imm[7:6], opcode_8imm[5:0]};
                    reg_ri      <= 8'h00;  
                    reg_wi      <= 8'h00;  
                    mask_irq    <= opcode_8imm[2];
                end
                state       <= FSM_FETCH;
            end  
		end
	end
endmodule
==> /design/flow/config.mk <==
export PLATFORM = sky130hd
export DESIGN_NAME = ib16
export DESIGN_NICKNAME = ib16
export VERILOG_FILES = /design/flow/design.v
export SDC_FILE = /design/flow/constraint.sdc
export NUM_CORES = 4
export LEC_CHECK = 1
export CORE_UTILIZATION = 40
==> out/qor.yml <==
cells_and_area:
  fillCellCount: 6599
  seq_area_sq_um: 11500
  layout-drive-gt1-share: 0.120
  logic_area_sq_um: 16700
  area_growth_pct: 13.9
worst_setup_path:
  crit_type: "reg2reg"
  reg2regPathDepth: 20
  crit_required_ps: 12080
  crit_arrival_ps: 8400
  crit_path_end_kind: "flop"
  max_stage_delay_ps: 960
  crit_fanout: 47
  start_kind: "flop"
  r2r_start: "mask_irq"
  slowest_stage: "nor4_1"
  rrSetupSlack_ps: 3680
  r2r-end: "reg_rr[16][5]"
  path_cells: "buf_4 -> nand2b_1 -> nor3_1 -> a32oi_1 -> nand4_1 -> nor4_1 -> nor2_1 -> ha_1 -> a21oi_1 -> nor2_1 -> a311oi_1 -> xor2_1 -> o22ai_1 -> nand2_1 -> a222oi_1 -> a311o_1 -> a31oi_1 -> a21oi_4 -> buf_4 -> o22a_1"
power:
  swShare: 0.553
  power.internal_mw: 5.08
  power_frac_comb: 0.652
  p_per_area_nw_per_um2: 342
  p_leak_nw: 11.7
  pwr-share-clk: 0.137
  ir_drop_mv: 0.285
  seqPwrFrac: 0.211
  switching_power_mw: 6.28
placement:
  place_congestion: 1.26
  place_hpwl_um: 140000
  port_buffers: 61
global_routing:
  antenna_found_initial: 26
  gr-total-overflow: 0
  grt_pass1_wl_um: 261000
  grt_max_degree: 99
  grt_pass1_vias: 30600
  grt_use_total: 0.541
clock_tree:
  h-tree-depth: 2
  postCtsHoldBufs: 0
  cts.clk_slew.worst_paths_ps: 70
  cts_resized: 0
  numCtsBuffers: 46
  clock_path_buffers: 3
  cts_sinks: 402
  clk_latency_ps: 650
  cts_root_buffer: "clkbuf_16"
  cts_setup_buffers: 0
  cts_tree: "done"
synth:
  syn-cell-area_sq_um: 29200
  ys_area_sq_um: 29200
  top_area_frac: 0.284
  edf_count: 276
  ys_ff: 402
  ys_seq_share: 0.392
  netlist_top_cells_count: "nor2_1, edfxtp_1, nand2_1"
  ff_type: "edfxtp_1"
  async_flop_share: 0.313
  most_common_cell: "nor2_1"
  ys_warn_count: 2
  ys_cells: 3160
  ys_top_cells_by_area: "edfxtp_1, dfrtp_1, o22a_1"
  yosys.cell_types.count: 100
  netlist_instances: 3160
  syn_avg_cell_area_sq_um: 9.24
  largest_area_cell: "edfxtp_1"
drt:
  ant_nets: 0
  drc: 0
  num_vias: 32800
  wirelength_um: 193000
  dr.pass1.iters: 10
  viasPerCell: 7.78
  wl_per_cell_um: 45.7
  initialDrtViolationCount: 4846
final_timing:
  min_period_over_period: 0.683
  skew_ps: 49.5
  rsz0062_at_grt: "no"
  finalSetupViolations: 0
  drv_slew: 7
  max_freq_ghz: 0.126
  fin_worst_hold_slack_ps: 452
  worst_slew_pin_slew_ps: 1640
  max_slew_margin: -0.104
  finalHoldViolations: 0
  period_needed_ps: 7920
  tns_ps: 0
min_path:
  hold_path_depth: 2
  hold-path-endpoint: "reg_sreg[1]"
  hp-start: "reg_irq_sreg[1]"
  hold_class: "reg2reg"
outcome:
  status: "finished with violations"
  violations: "capacitance limit, slew limit"
floorplan:
  core_sq_um: 71900
  die_area_sq_um: 74100
  die_w_um: 272
  rows: 98
  io_pins: 62
  fp.dieH_um: 272
  core_util_floorplan: 0.406
run:
  cap_violations: 1
  warnings: 46
-- area by class of cell --
| cell class | instances | area share |
|---|---|---|
| multi-input cells | 2454 | 0.502 |
| inverters | 60 | 0.00693 |
| repair buffers | 247 | 0.0609 |
| diodes | 22 | 0.00166 |
| well taps | 950 | 0.0358 |
| clock buffers | 65 | 0.0396 |
| clock inverters | 20 | 0.00828 |
| flip-flops and latches | 402 | 0.345 |
-- critical path: cells and delay by family, from the launching register on --
family / cells / cell delay, ps
compound gates: 9 / 2730
buf+inv: 2 / 1080
fa+ha+maj: 1 / 500
flops: 1 / 820
simple gates: 7 / 2450
xor+xnor: 1 / 130
-- worst max path at each step --
| stage | from | end | slack (ps) | depth (start not counted) |
|---|---|---|---|---|
| 4_1_cts | mask_irq | reg_rr[25][4] | 4330 | 23 |
| 6_report | mask_irq | reg_rr[16][5] | 3680 | 20 |
| 5_1_grt | mask_irq | reg_sreg[6] | 3900 | 23 |
-- power by group through the flow --
stage | Sequential (mW) | Combinational [mW] | Clock [mW]
6_report | 2.40 | 7.40 | 1.56
5_1_grt | 2.40 | 7.56 | 1.62
4_1_cts | 2.35 | 6.90 | 1.56
-- layer usage --
| layer | share of wire | wire [um] | up-vias | GRT usage |
|---|---|---|---|---|
| met5 | 0.0025 | 479 | - | 0.0436 |
| met4 | 0.10 | 19400 | 20 | 0.401 |
| met3 | 0.17 | 32900 | 963 | 0.352 |
| met2 | 0.38 | 73900 | 3382 | 0.683 |
| met1 | 0.34 | 66100 | 15800 | 0.655 |
| li1 | - | - | 12600 | - |
-- logic make-up (layout without fill, tap and decap cells) --
kind of cell | after synthesis | in the layout | synth area share
other | 0 | 22 | 0
AOI/OAI and AO/OA | 1129 | 1129 | 0.288
buffers and inverters | 304 | 392 | 0.0426
muxes | 107 | 107 | 0.0398
xor gates and xnor gates | 111 | 111 | 0.0333
adders and majority gates | 63 | 63 | 0.0280
DFF | 402 | 402 | 0.392
and+or+nand+nor | 1044 | 1044 | 0.176
-- registers in the layout, indices dropped and copies added (netlist names), 4 cells and up, named ones only --
register and flops:
reg_sreg 4, reg_sp 8, state 6, reg_irq_ri 8, reg_irq_sreg 4, reg_irq_pc 16, bus_address_termb 8, reg_rr 256
reg_wi 8, reg_ri 8, reg_irq_wi 8, bus_address_terma 16, reg_pc 16, cur_opcode 16, bus_data_in 8
-- per-stage QoR --
step	total power [mW]	setup WS, ps	instances	instance area (sq um)	utilization
floorplan	6.34	5270	3160	29200	-
global placement	9.23	4220	4112	31600	0.440
detailed placement	9.25	4380	4112	31600	0.440
CTS	10.8	4330	4197	33200	0.462
global route	11.6	3900	4200	33200	0.462
finish	11.4	3680	4220	33200	0.463
-- cells in the final DEF (no fill, tap or decap), types with 26 or more instances in the layout --
cell             synthesis  routed
nor4_1                  28      26
a31oi_1                 30      30
o22ai_1                 41      40
a32oi_1                 36      36
mux2_2                  48      48
mux2i_1                 55      55
clkdlybuf4s50_1          0      60
dfrtp_1                124     118
nand3_1                137     137
clkbuf_16                0      48
xor2_1                  47      47
inv_1                   53      53
ha_1                    59      59
xnor2_1                 64      64
nand4_1                 62      62
buf_4                    8     185
nand2_1                238     238
a211oi_1                88      87
a21oi_1                191     186
a22o_1                  43      43
nor2_1                 300     278
a221oi_1                75      75
o22a_1                 232     231
a22oi_1                 94      94
and3_1                  37      37
nor2b_1                 27      27
edfxtp_1               276     276
nor3_1                  81      78
o21ai_0                100     100
Power is estimated from default activity; no workload was simulated.
